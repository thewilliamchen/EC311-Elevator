===== /design/flow/run.sh =====
#!/bin/bash
# OpenROAD 26Q1-2900-gdf79404cd8, Yosys 0.63+post, stock flow scripts
make -C /OpenROAD-flow-scripts/flow DESIGN_CONFIG=/design/flow/config.mk WORK_HOME=/design/flow/orfs finish

===== /design/flow/config.mk =====
export PLATFORM = sky130hd
export DESIGN_NAME = TopModule
export DESIGN_NICKNAME = TopModule
export VERILOG_FILES = /design/flow/design.v
export SDC_FILE = /design/flow/constraint.sdc
export NUM_CORES = 4
export LEC_CHECK = 1
export CORE_UTILIZATION = 50

===== /design/flow/constraint.sdc =====
current_design TopModule

set clk_period 5.4
set clk_io_pct 0.2

create_clock -name clk0 -period $clk_period [get_ports {clk}]

set non_clock_inputs [all_inputs -no_clocks]
set_input_delay [expr $clk_period * $clk_io_pct] -clock clk0 $non_clock_inputs
set_output_delay [expr $clk_period * $clk_io_pct] -clock clk0 [all_outputs]

===== /design/flow/design.v =====
`timescale 1ns / 1ps
module TopModule(
    input [5:0] in,
    input clk,
	 input reset,
    output [6:0] NUM,
    output [3:0] AN, output busy, output wire [5:0] in2
    );
	 wire clk_1kHz;
	 wire clk_1Hz;
	 wire [1:0] floor;
	 wire [1:0] dir;
	debouncer d1(.clk(clk),.trigger(in[0]),.PB_down(in2[0]));  
	debouncer d2(.clk(clk),.trigger(in[1]),.PB_down(in2[1])); 
	debouncer d3(.clk(clk),.trigger(in[2]),.PB_down(in2[2])); 
	debouncer d4(.clk(clk),.trigger(in[3]),.PB_down(in2[3])); 
	debouncer d5(.clk(clk),.trigger(in[4]),.PB_down(in2[4])); 
	debouncer d6(.clk(clk),.trigger(in[5]),.PB_down(in2[5])); 
	 clkdiv clgfat(.clk_100MHz(clk),.clk_1kHz(clk_1kHz),.clk_1Hz(clk_1Hz));
	 fsm f1(.in(in2),.rst(reset),.clk(clk),.floor(floor),.dir(dir),.busy(busy));  
	 LED_display randall(.dir(dir),.floor(floor),.hex(NUM),.AN(AN),.clk(clk_1kHz));  
endmodule
module binary_to_segment(bin,seven);
input [3:0] bin;  
output reg [6:0] seven;  
initial  
    seven=0;
always @ (*)
	case(bin)	 
		1:	 seven = 7'b1001111;	
		2:	 seven = 7'b0010010;
		3:	 seven = 7'b0000110;
		8:	 seven = 7'b0001001;  
		4:	 seven = 7'b1000001;  
		12:	 seven = 7'b1111110;  
		default: seven = 7'b0000000;	
	endcase
endmodule			
`timescale 1ns / 1ps
module clkdiv(clk_100MHz,clk_1kHz,clk_1Hz);
	input clk_100MHz;
	output reg clk_1kHz = 1'b0;
   output reg clk_1Hz = 1'b0;
reg [25:0]counter1 = 0;  
reg [25:0]counter2 = 0;  
always @(posedge clk_100MHz)
begin
		counter1 <= counter1 + 1'd1;
	  counter2 <= counter2 + 1'd1;
if (counter1==49999)  
		begin
		counter1 <=0;
		clk_1kHz <= ~clk_1kHz;
		end
if(counter2 == 49999999) begin
			counter2 <=0;
			clk_1Hz <= ~clk_1Hz;
			end		
end
endmodule
`timescale 1ns / 1ps
module debouncer(clk, trigger, PB_down);
    input clk, trigger;
    output PB_down;
     reg PB_state;
    reg PB_sync_0;  always @(posedge clk) PB_sync_0 <= ~trigger;   
    reg PB_sync_1;  always @(posedge clk) PB_sync_1 <= PB_sync_0;
    reg [15:0] PB_cnt;
    wire PB_idle = (PB_state==PB_sync_1);
    wire PB_cnt_max = &PB_cnt;   
    always @(posedge clk)
    if(PB_idle)
         PB_cnt <= 0;   
    else
    begin
         PB_cnt <= PB_cnt + 16'd1;   
         if(PB_cnt_max) PB_state <= ~PB_state;   
    end
    assign PB_down = ~PB_idle & PB_cnt_max & ~PB_state;
endmodule
`timescale 1ns / 1ps
module fsm(
	input [5:0] in,   
	input rst,
	input clk,  
	output reg [1:0] floor = 1,  
	output reg [1:0] dir = 3, output reg busy = 1'b0
    );
	 parameter F1 = 1, F2=2, F3=3,up=1,down=2,hold=3;
	 reg [1:0] dest_floor = 1;
	 reg [1:0] next_floor = 1;
	 reg [31:0]counter = 0;
	reg reset = 0;  
	 always @ (posedge clk) begin  
		if(rst) begin  
		dest_floor <= F1;
		next_floor <= F1;
		reset <= 1'b1;
		end
		if (reset) begin
			counter <= counter + 1'd1;
			dir <= down;
			if(counter ==  200000000) begin  
				floor <= next_floor;  
				counter <= 0;
				reset<=0;
				dir <= hold;
			end
		end
		else begin
			if(floor == dest_floor) begin
				busy <= 1'b0;
			end
			if(busy==1'b0) begin
			case(in)
				1 : begin dest_floor <= F1; busy <= 1'b1; end  
				2 : begin dest_floor <= F2; busy <= 1'b1; end  
				4 : begin dest_floor <= F3; busy <= 1'b1; end  
				8 : begin dest_floor <= F1; busy <= 1'b1; end  
				16 : begin dest_floor <= F2; busy <= 1'b1; end  
				32 : begin dest_floor <= F3; busy <= 1'b1; end  
			endcase
			end
			else begin  
			case(dest_floor)  
			F1 : next_floor <= (floor==F3) ?  (F2) : (F1);  
			F2 : next_floor <= F2;
			F3 : next_floor <= (floor==F1) ? (F2) : (F3);  
			endcase
			case(next_floor)  
			F1 : dir <= (floor > F1) ? (down) : hold;
			F2 : dir <= (floor > F2) ? (down) : (floor < F2) ? (up) : hold;
			F3 : dir <= (floor < F3) ? (up) : hold;
			default : dir <= hold;
			endcase
			counter <= counter + 1'd1;
			if(counter ==  200000000) begin  
				floor <= next_floor;  
				counter <= 0;
			end
			end
		end
	end
endmodule
`timescale 1ns / 1ps
module LED_display(floor,dir, hex, AN, clk);
	input[1:0] dir;  
	input[1:0] floor;
	output[6:0] hex;  
	output[3:0] AN;  
	input clk;
	wire [3:0] small_bin;
	seven_alternate s1 (floor, dir, small_bin, AN, clk);
	binary_to_segment b1 (small_bin, hex);
endmodule
module seven_alternate (floor, dir, small_bin, AN, clk);   
    input[1:0] floor;         
	 input[1:0] dir;				 
    output reg [3:0] small_bin;  
    output reg [3:0] AN;         
    input clk;                   
    reg  count;             
    initial begin  
        AN = 0;
        small_bin = 0;  
        count= 0;
    end
	always @ (posedge clk) begin	
		count= count+ 1'b1;
		case (count)	
			0: begin  
				AN = 4'b1110;	
				small_bin = {2'b00, floor};
			end	
			1: begin  
				AN = 4'b0111;	
				small_bin = {dir, 2'b00};
			end	
			default:begin
				AN = 4'b1110;	
				small_bin = 4'b0000;
			end  
		endcase
	end
endmodule

==> flow_metrics.env <==
# source this file to load flow results
export IMPL_die_area_um2=17000
export IMPL_path_cells="ha_1 -> nand2_1 -> nor4_4 -> and2_1 -> clkdlybuf4s50_1"
export IMPL_ys_flops=190
export IMPL_edf_count=44
export IMPL_dr_pass1_iters=4
export IMPL_area_delta_synth_final_pct=13.0
export IMPL_cts_root_buf="clkbuf_16"
export IMPL_fp_util_pct=51.6
export IMPL_drc=0
export IMPL_cp_slowest_stage_delay_ns=0.53
export IMPL_flop_cell="dfxtp_1"
export IMPL_layout_drive_gt1_share_pct=6.10
export IMPL_tightest_slew_ns=0.590
export IMPL_coreArea_um2=15900
export IMPL_yosys_area_um2=8220
export IMPL_vias_per_cell=5.08
export IMPL_warnings=26
export IMPL_grt_pass1_vias=5204
export IMPL_fp_dieW_um=130
export IMPL_status="finished, final reports clean"
export IMPL_skew_ns=0.00587
export IMPL_grt_overflow=0
export IMPL_wl_mm=13.3
export IMPL_num_io_pins=26
export IMPL_power_density_nw_per_um2=316
export IMPL_numCtsBuffers=17
export IMPL_fmax_mhz=286
export IMPL_setup_worst_path_end_class="primary output"
export IMPL_clk_latency_ns=0.42
export IMPL_htreeDepth=4
export IMPL_relSlewSlack_pct=60.5
export IMPL_drv_slew=0
export IMPL_syn_area_um2=8220
export IMPL_p_leak_nw=3.40
export IMPL_untimed_endpoints=17
export IMPL_postCtsSetupBuffers=0
export IMPL_ir_drop_v=0.000282
export IMPL_hold_class="flop to flop"
export IMPL_cts_tree="yes"
export IMPL_avgSynthCellArea_um2=9.61
export IMPL_finalSetupTns_ns=0
export IMPL_grtUsageTotal_pct=17.6
export IMPL_clk_pin_slew_worst_paths_ns=0.07
export IMPL_placed_area_um2=8700
export IMPL_dp_hpwl_mm=9.11
export IMPL_fin_crit_sh_pct=64.8
export IMPL_crit_family="simple AND/OR/NAND/NOR gates"
export IMPL_cap_viol_max_count=0
export IMPL_ctsHoldBuffers=0
export IMPL_postRouteAntennaNets=0
export IMPL_gp_congestion=0.786
export IMPL_finalHoldViolations=0
export IMPL_fillerInstances=1285
export IMPL_critPathBufInv=1
export IMPL_post_drt_wl_per_cell_um=11.9
export IMPL_synth_cell_types=52
export IMPL_ys_cells=856
export IMPL_unclocked_regs=7
export IMPL_fin_area_um2=9290
export IMPL_grt_pass1_wl_mm=23.3
export IMPL_max_clock_path_buffers=2
export IMPL_ys_warnings_count=5
export IMPL_crit_slowest_cell="clkdlybuf4s50_1"
export IMPL_synthArstFlopShare_pct=0
export IMPL_num_rows=46
export IMPL_cp_required_ns=4.32
export IMPL_setup_viol_count_final=0
export IMPL_worstPathMaxFanout=7
export IMPL_diodes=0
export IMPL_ys_seq_share_pct=51.6
export IMPL_die_height_um=130
export IMPL_cp_data_arrival_time_ns=2.42
export IMPL_path_class="flop to primary output"
export IMPL_start_kind="flop"
export IMPL_grt_max_degree=35
export IMPL_vias=5676
export IMPL_antenna_found_initial=0
export IMPL_cts_resized=0
export IMPL_rsz0062_at_grt="no"
export IMPL_first_iter_violations=269
export IMPL_synthCells=856
export IMPL_port_buffers=25
export IMPL_fin_crit_ns=3.50
-- layer usage --
metal | up-vias | wire (um) | GRT usage, %
li1 | 3001 | - | -
met1 | 2584 | 6870 | 28.8
met2 | 86 | 5690 | 25.7
met3 | 5 | 620 | 4.30
met4 | 0 | 104 | 1.71
met5 | - | 0 | 0
-- kinds of logic (layout without fill, tap and decap cells) --
group / count (synthesis) / count (layout) / synth area share [%]
simple gates: 418 / 418 / 26.1
flops: 190 / 190 / 51.6
xor+xnor: 133 / 133 / 14.2
compound gates: 56 / 56 / 3.94
buf+inv: 48 / 94 / 2.62
fa+ha+maj: 9 / 9 / 1.37
other cells: 1 / 1 / 0.0456
mux: 1 / 1 / 0.137
-- synth_stat cells (all sizes together), types with 4 or more instances --
cell,number,area (um^2)
nor3,8,45.0
edfxtp,44,1320
nor4,8,71.3
ha,9,113
and4,11,96.3
and2,7,43.8
nand2b,6,37.5
and3,23,144
nor4b,9,78.8
xnor2,57,499
nor2,146,558
or3,15,93.8
a21oi,25,125
inv,28,105
xor2,76,666
dfxtp,146,2920
nor2b,15,93.8
nor3b,8,60.1
or2,4,25.0
clkbuf,10,37.5
o21ai,17,85.1
nand4,36,231
nand3,56,285
nand2,59,221
buf,10,72.6
-- path summary, 6_finish.rpt --
kind | start | to | slack (ns) | cells after the start
max | d6.PB_cnt[0] | in2[5] | 1.90 | 5
min | d5.PB_sync_0 | d5.PB_sync_1 | 0.33 | 0
max reg2reg | f1.counter[0] | f1.counter[27] | 2.91 | 8
min reg2reg | d5.PB_sync_0 | d5.PB_sync_1 | 0.33 | 0
-- stage by stage --
step	hold slack (ns)	total power, W	setup WS, ns	cells	utilization (%)
detailed placement	0.312	0.00173	2.36	1086	54.6
CTS	0.329	0.00297	1.88	1118	58.3
global route	0.333	0.00306	1.71	1118	58.3
floorplan	0.310	0.00169	2.93	856	-
global placement	0.310	0.00173	2.40	1086	54.6
finish	0.328	0.00293	1.90	1118	58.3
-- area by class of cell --
cell class	count	area (um^2)	share of cell area, %
Clock buffer	17	425	4.58
Inverter	28	105	1.13
Clock inverter	15	166	1.79
Timing Repair Buffer	34	318	3.42
Multi-Input combinational cell	618	3760	40.5
Sequential cell	190	4240	45.7
Tap cell	216	270	2.91
-- state kept, by name, summed over array words and instances, names as in the netlist, 4 cells and up --
signal	count
d6.PB_cnt	16
randall.s1.small_bin	4
d2.PB_cnt	16
d1.PB_cnt	16
d5.PB_cnt	16
d4.PB_cnt	16
f1.counter	32
clgfat.counter1	26
d3.PB_cnt	16
-- cells in the final DEF, fill, tap and decap left out, types with 3 or more instances in the layout --
cell type and instances:
xor2_1 76, a21oi_1 25, inv_6 3, nor4_1 6, and3_1 23, nor3b_1 8, nor4b_1 9, o21ai_0 16
and2_1 7, ha_1 9, or3_1 15, nor2_1 144, xnor2_1 57, nand2b_1 6, clkbuf_16 17, nand3_1 55
clkinv_4 3, buf_4 9, nand2_1 59, or2_2 3, inv_1 28, dfxtp_1 146, edfxtp_1 44, clkdlybuf4s50_1 25
and4_1 11, nor3_1 7, nand4_1 35, nor2b_1 15
-- where the power goes --
part           total, W  leakage, nW  switching [W]  internal (W)
sequential      0.00157         1.65      0.0000775       0.00149
combinational  0.000133         1.46      0.0000612     0.0000717
clock           0.00123        0.288       0.000537      0.000693
total           0.00293         3.40       0.000676       0.00226
No activity file was given, so power comes from the tool's default toggle rates.
